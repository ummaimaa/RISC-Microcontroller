### flow/config.mk
export PLATFORM = sky130hd
export DESIGN_NAME = alu
export DESIGN_NICKNAME = alu
export VERILOG_FILES = /design/flow/design.v
export SDC_FILE = /design/flow/constraint.sdc
export NUM_CORES = 4
export LEC_CHECK = 1
export CORE_UTILIZATION = 30
### flow/run.sh
#!/bin/bash
# OpenROAD 26Q1-2900-gdf79404cd8, Yosys 0.63+post, stock flow scripts
make -C /OpenROAD-flow-scripts/flow DESIGN_CONFIG=/design/flow/config.mk WORK_HOME=/design/flow/orfs finish
### flow/constraint.sdc
current_design alu

set clk_period 68.7
set clk_io_pct 0.2

create_clock -name clk0 -period $clk_period

set non_clock_inputs [all_inputs -no_clocks]
set_input_delay [expr $clk_period * $clk_io_pct] -clock clk0 $non_clock_inputs
set_output_delay [expr $clk_period * $clk_io_pct] -clock clk0 [all_outputs]
### flow/design.v
module alu (
    input [3:0] opcode,         
    input [15:0] src1,          
    input [15:0] src2,          
    input [15:0] immediate,     
    output reg [15:0] result,   
    output reg carry_out        
);
    always @(*) begin
        carry_out = 0;  
        case (opcode)
            4'b0000: result = src1 + src2;                       
            4'b0001: {carry_out, result} = src1 - src2;          
            4'b0010: result = src1 * src2;                       
            4'b0011: result = (src2 != 0) ? (src1 / src2) : 0;   
            4'b0100: result = src1 & src2;                       
            4'b0101: result = src1 | src2;                       
            4'b0110: result = src1 ^ src2;                       
            4'b0111: result = ~src1;                             
            4'b1000: result = immediate;                        
            default: result = 16'b0;                             
        endcase
    end
endmodule
==> impl_metrics.csv <==
group,metric,value,unit
outcome,status,"complete, but fails checks",
outcome,violations,"setup timing",
finish,finalInstanceArea,45900,µm²
final_timing,fin_crit_sh,149,%
final_timing,fmax,9.76,MHz
finish,fin_util,49.8,%
floorplan,ioPinCount,69,
global_route,grt_pass1_wl,183000,µm
critical_path,slowest_delay,570,ps
final_timing,period_needed,102490,ps
global_route,antenna_found_initial,1,
final_timing,worst_slack,-33790,ps
synthesis,top_area_share,21.9,%
job,warnings,70,
critical_path,end_kind,"primary output",
critical_path,critPathKind,"primary input to primary output",
route,drtIter0Drc,1866,
critical_path,cp_max_fo,7,
synthesis,yosys_area,28000,µm²
hold_path,min_path_cells,6,
floorplan,fp.dieW,308,µm
floorplan,core,92100,µm²
floorplan,rows,111,
synthesis,syn_area_per_cell,7.21,µm²
critical_path,cp-start-kind,"primary input",
final_timing,slew_headroom,47.7,%
critical_path,path_delay_family,"AND-OR/OR-AND gates",
synthesis,ys_cells,3887,
final_timing,hold_viol,0,
floorplan,die_area,94700,µm²
route,postRouteAntennaNets,0,
route,vias_per_cell,5.27,
placed_design,dpl_cell_area,41400,µm²
job,max_cap_violations,0,
synthesis,synthCells,3887,
critical_path,required,54960,ps
route,drcViolationCount,0,
route,first_pass_iters,6,
critical_path,slowest_stage,"or4_4",
finish,drive_above_1_share,41.5,%
final_timing,fin_setup_tns,-172710,ps
placed_design,port_buffers,69,
global_route,grt_max_degree,38,
critical_path,worst_ep_arrival_time,88750,ps
route,routedWlPerCell,17.3,µm
placed_design,post-place-cells,6450,
critical_path,crit_buf_inv,83,
placed_design,gp_congestion,0.999,
floorplan,die_h,308,µm
route,wl,117000,µm
final_timing,worst_pin_slew,785,ps
final_timing,rsz0062_at_grt,"true",
critical_path,path_depth,446,
finish,stdcell_count,6795,
route,num_antenna_cells,0,
finish,ff_latch_area,0,µm²
synthesis,synthesis.area,28000,µm²
finish,areaGrowthSynthToFinish,63.7,%
hold_path,hold_path_class,"primary input to primary output",
synthesis,yosys-top-cells-area,"ha_1 22%, fa_1 5.9%, o21a_1 5.4%, nand2_1 5.3%, nor2_1 5.3%",
global_route,grt_usage,24.3,%
finish,n_fill_cell,8456,
synthesis,synth_seq_share,0,%
synthesis,ys_warn_count,1,
route,vias,35800,
synthesis,synth.distinct_cells,125,
finish,n_clock_buffer,0,
clock_tree,holdBufCountCts,0,
critical_path,path_common_cell,"o21a_1",
global_route,grt_overflow,0,
final_timing,slew_viol_final,0,
synthesis,top_area_cell,"ha_1",
global_route,first_global_vias,34300,
placed_design,place_hpwl,91600,µm
finish,seq_cell_count,0,
final_timing,finalSetupViolations,10,
floorplan,fp-utilization,30.4,%
## timing repair
action,4_1_cts,5_1_grt
buffers inserted,246,104
gates resized,184,241
gates cloned,2,1
pin swaps,205,245
endpoints found under the setup margin,10,10
## cells in the mapped netlist, types with 9 or more instances
library cell  number
a21o_1           117
or2_2             31
ha_1             491
mux2_2            73
o211a_1           12
o21bai_1          23
nand2b_1          26
a222oi_1           9
clkbuf_1          94
inv_1            201
nor2_1           393
buf_2             14
fa_1              82
or3_1             40
and2_1            41
o22ai_1           19
a221oi_1          19
o31ai_1          123
nor2b_1           34
nand2_1          399
a22oi_1           12
nand3b_1           9
o31a_1            11
o21a_1           201
xor2_1            84
o221ai_1          13
mux4_2             9
o21ai_1            9
xnor2_1          142
nand3_1           72
a211oi_1          26
o211ai_1          38
and3_1            33
o21ai_0          135
a31oi_1           23
or4_1             17
a211o_1           16
mux2i_1           45
nand4_1           28
a221o_1           12
nor3_1           210
a21oi_1          231
nor4_1            21
## cell usage in the layout, fill, tap and decap left out, types with 27 or more instances in the layout
master           synthesis  routed
a21o_1                 117     114
a21oi_1                231     176
a21oi_2                  5      48
and2_1                  41      32
buf_4                    6    1655
buf_6                    1      42
clkdlybuf4s50_1          0      35
fa_1                    82      82
ha_1                   491     427
ha_4                     0      58
inv_1                  201     191
mux2_2                  73      52
mux2i_1                 45      37
nand2_1                399     378
nand3_1                 72      56
nand4_1                 28      28
nor2_1                 393     355
nor2b_1                 34      33
nor3_1                 210     194
o211ai_1                38      38
o21a_1                 201     200
o21ai_0                135      94
o21ai_1                  9      28
o31ai_1                123     105
or2_2                   31      27
or3_1                   40      34
xnor2_1                142     141
xor2_1                  84      83
## final cells by class
class                      instances  area (µm²)  share of cell area, %
inverter                         211         812                   1.77
multi-input combinational       3569       29800                   65.0
tap                             1243        1560                   3.39
timing repair buffer            1772       13700                   29.8
## tightest hold or removal path, cell delays in order
cell and delay (ps):
clkbuf_2 90, buf_4 220, nor2_1 130, a221oi_1 90, nand3_2 90, clkbuf_2 90
## worst paths after layout
path | from | end | slack, ps
setup / recovery | src1[0] | result[0] | -33790
hold / removal | src1[1] | result[1] | 28200
## cells by family after synthesis
kind of cell    after synthesis  synth area share [%]
fa+ha+maj                   576                  27.9
buf+inv                     334                  4.65
mux                         130                  5.38
other cells                   1                0.0134
xor+xnor                    227                  7.12
compound gates             1201                  30.6
simple gates               1418                  24.4
## per-stage QoR
step	setup slack [ps]	hold WS (ps)
4_1_cts	-34100	28460
2_1_floorplan	-36090	27570
3_5_place_dp	-36320	28790
6_report	-33790	28200
3_3_place_gp	-35260	28780
5_1_grt	-37640	28240
## metal layers
metal	track usage, %	share of wire, %	vias up
li1	-	-	17900
met1	33.5	46	16800
met2	40.2	45	913
met3	3.43	5.8	199
met4	5.58	3.1	2
met5	0	0.011	-
