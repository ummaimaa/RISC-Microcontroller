==> flow/design.v <==
module ControlUnit(
    input [2:0] flags,              
    input [15:0] instruction,       
    input clk, reset,
    output reg branch_enable,       
    output reg [15:0] branch_addr   
);
    always @(posedge clk or posedge reset) begin
        if (reset) begin
            branch_enable <= 0;
            branch_addr <= 16'b0;
        end else if (instruction[15:12] == 4'b1000) begin  
            case (instruction[11:9])
                3'b000: branch_enable <= flags[0];  
                3'b001: branch_enable <= flags[1];  
                3'b010: branch_enable <= flags[2];  
                default: branch_enable <= 0;
            endcase
            branch_addr <= instruction[8:0];
        end else if (instruction[15:12] == 4'b1001) begin  
            branch_enable <= 1;
            branch_addr <= instruction[11:0];
        end else begin
            branch_enable <= 0;
        end
    end
endmodule
==> flow/run.sh <==
#!/bin/bash
# OpenROAD 26Q1-2900-gdf79404cd8, Yosys 0.63+post, stock flow scripts
make -C /OpenROAD-flow-scripts/flow DESIGN_CONFIG=/design/flow/config.mk WORK_HOME=/design/flow/orfs finish
==> flow/config.mk <==
export PLATFORM = sky130hd
export DESIGN_NAME = ControlUnit
export DESIGN_NICKNAME = ControlUnit
export VERILOG_FILES = /design/flow/design.v
export SDC_FILE = /design/flow/constraint.sdc
export NUM_CORES = 4
export LEC_CHECK = 1
export CORE_AREA = 10 10 70 70
export DIE_AREA = 0 0 80 80
==> flow/constraint.sdc <==
current_design ControlUnit

set clk_period 1.0
set clk_io_pct 0.2

create_clock -name clk0 -period $clk_period [get_ports {clk}]

set non_clock_inputs [all_inputs -no_clocks]
set_input_delay [expr $clk_period * $clk_io_pct] -clock clk0 $non_clock_inputs
set_output_delay [expr $clk_period * $clk_io_pct] -clock clk0 [all_outputs]
==> flow_metrics.tcl <==
# place-and-route summary
set metrics [dict create \
    status "completed" \
    p_int_mw 1.08 \
    fin_tns_setup_ns 0 \
    cts_tree "done" \
    hold_path_class "input pin to asynchronous set/reset pin" \
    rsz0062_at_grt "yes" \
    pwr_density_cell_nw_per_um2 1310 \
    startpoint "instruction[14]" \
    synthTopLogicFamily "multiplexers" \
    drtPass1Iterations 4 \
    timing.final.crit_share_pct 98.4 \
    synthTopCellsByArea "dfrtp_1 (56%), mux2_2 (12%), mux2_4 (7.8%)" \
    syn_inst 44 \
    top_area_cell "dfrtp_1" \
    ys_cells 44 \
    p_clk_share_pct 22.2 \
    crit_path_end_kind "register" \
    root_buffer "clkbuf_4" \
    whs_ns 0.219 \
    wl_met3_um 207 \
    vias 488 \
    ys_types 14 \
    fp.dieH_um 80 \
    yosys_area_um2 581 \
    final_antenna_net_count 0 \
    wl_per_cell_um 12.3 \
    adder_share_pct 0 \
    chip_area_um2 6400 \
    comb_power_share_pct 30.4 \
    cp_max_fo 5 \
    grt_pass1_vias 543 \
    drive_gt1_share_pct 45.2 \
    antennaDiodeCount 0 \
    n_fill_cell 363 \
    fp_util_pct 17.0 \
    placed_cell_area_um2 988 \
    ir_drop_mv 0.339 \
    wl_met1_um 837 \
    xor_share_pct 0 \
    coreArea_um2 3420 \
    comb_area_um2 233 \
    layout_top_cell "clkdlybuf4s50_1" \
    fmax_mhz 1020 \
    finalPower_mw 1.39 \
    swShare_pct 22.0 \
    mostFrequentLayoutCells "clkdlybuf4s50_1 (16), dfrtp_1 (13), buf_2 (13)" \
    fin_area_um2 1060 \
    ios 38 \
    dr_wl_met2_um 665 \
    chipWidth_um 80 \
    viasPerCell 3.51 \
    hold_viol 0 \
    top_cell_area_share_pct 56.0 \
    clkSlewWorstSetupHoldPaths_ns 0.07 \
    worst_r2r_startpoint "branch_addr[7]$_DFFE_PP0P_" \
    first_iter_violations 7 \
    regArea_um2 325 \
    grt.total_usage_pct 5.34 \
    switching_power_mw 0.305 \
    setup_viol 0 \
    worstPathRequired_ns 1.15 \
    highest_layer "met3" \
    port_buffers 33 \
    antenna_found_initial 0 \
    worst-setup-path-type "input pin to register" \
    ctsHtreeMaxLevel 1 \
    fp-row-count 21 \
    clock_sinks 13 \
    seqPwrFrac_pct 47.4 \
    warning_count 27 \
    globalplace.congestion 0.775 \
    ys_sh_simple_pct 8.19 \
    overflow 0 \
    p_leak_nw 0.508 \
    max_cap_viol_count 0 \
    clock_latency_ns 0.26 \
    route.detailed.drc 0 \
    slew_viol_final 0 \
    grt_max_degree 14 \
    ys_sh_mux_pct 21.1 \
    ys_sh_aoi_pct 4.31 \
    yosysSeqAreaShare_pct 56.0 \
    wl_mm 1.71 \
    yosys_warnings 1 \
    fin_skew_ns 0 \
    clock_path_buffers 2 \
    synth_area_um2 581 \
    cts_made_buffers 3 \
    critPathLaunchType "input pin" \
    cp_data_arrival_time_ns 1.14 \
    ys_ff 13 \
    min_period_ns 0.984 \
    ctsHoldBuffers 0 \
    grt_pass1_wl_mm 2.70 \
    avgSynthCellArea_um2 13.2 \
    area_growth_pct 82.5 \
]
cells in the mapped netlist (all sizes together):
master and number:
buf 5, inv 4, o21ai 3, mux2i 1, conb 1, nand2 1, dfrtp 13, o31a 1
nor3b 1, nor3 2, mux2 9, nand3 3
worst paths after layout:
| kind | to | depth (start not counted) | slack, ns |
|---|---|---|---|
| max | branch_addr[2]$_DFFE_PP0P_ | 5 | 0.02 |
| min | branch_addr[3]$_DFFE_PP0P_ | 3 | 0.22 |
| max reg2reg | branch_addr[7]$_DFFE_PP0P_ | 2 | 0.11 |
| min reg2reg | branch_addr[5]$_DFFE_PP0P_ | 1 | 0.52 |
| max in group asynchronous | branch_addr[0]$_DFFE_PP0P_ | 3 | 0.62 |
| min in group clk0 | branch_addr[9]$_DFFE_PP0P_ | 3 | 0.39 |
cell type report:
class	count	area share, %
timing repair buffer	47	38.0
sequential	13	30.7
multi-input combinational	25	22.0
tap	46	5.43
clock buffer	4	2.48
inverter	4	1.42
timing repair:
action,in CTS,in global routing
gates cloned,1,0
setup endpoints to repair,26,24
setup buffers,6,2
pin swaps,1,1
resized,53,4
cells by family (layout without fill, tap and decap cells):
family | count (synthesis) | count (layout)
buf+inv | 9 | 55
compound gates | 4 | 4
other cells | 1 | 4
flops | 13 | 13
simple gates | 7 | 7
mux | 10 | 10
power by group through the flow:
| stage | clock [mW] | combinational, mW | sequential (mW) |
|---|---|---|---|
| 4_1_cts | 0.331 | 0.409 | 0.658 |
| 5_1_grt | 0.366 | 0.472 | 0.667 |
| 6_report | 0.308 | 0.422 | 0.658 |
through the flow:
stage / worst slack, ns / std cells / util, %
floorplan: -0.117 / 47 / -
global placement: -0.501 / 126 / 28.9
detailed placement: -0.507 / 126 / 28.9
CTS: 0.00533 / 137 / 30.6
global route: -0.0298 / 139 / 31.0
finish: 0.0160 / 139 / 31.0
critical path, cell delays in order:
cell and delay (ns):
clkdlybuf4s15_1 0.20, nor3b_4 0.18, buf_6 0.15, buf_12 0.12, mux2_4 0.29
state kept, by name, indices dropped and copies added, names as in the netlist:
name           cells
branch_enable      1
branch_addr       12
per-layer routing:
layer	vias to the layer above	GRT usage [%]
li1	241	-
met1	220	7.64
met2	27	6.90
met3	0	2.95
met4	0	0.880
met5	-	0
Power figures rest on the tool's default switching activity, not on a simulated workload.
