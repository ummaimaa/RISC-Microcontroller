===== flow/run.sh =====
#!/bin/bash
# OpenROAD 26Q1-2900-gdf79404cd8, Yosys 0.63+post, stock flow scripts
make -C /OpenROAD-flow-scripts/flow DESIGN_CONFIG=/design/flow/config.mk WORK_HOME=/design/flow/orfs finish

===== flow/design.v =====
module execution_unit (
    input [3:0] opcode,         
    input [15:0] src1,          
    input [15:0] src2,          
    input [15:0] immediate,     
    output reg [15:0] result,   
    output reg zero_flag,       
    output reg carry_flag,      
    output reg div_done_flag    
);
    always @(*) begin
        result = 16'd0;
        zero_flag = 0;
        carry_flag = 0;
        div_done_flag = 0;
        case (opcode)
            4'b0000: {carry_flag, result} = src1 + src2;  
            4'b0001: result = src1 - src2;                
            4'b0010: result = src1 * src2;                
            4'b0011: begin                                
                if (src2 != 0) begin
                    result = src1 / src2;
                    div_done_flag = 1;
                end
            end
            4'b0100: result = src1 & src2;                
            4'b0101: result = src1 | src2;                
            4'b0110: result = src1 ^ src2;                
            4'b0111: result = ~src1;                      
            4'b1000: result = immediate;                  
        endcase
        zero_flag = (result == 16'd0);
    end
endmodule
module control_unit (
    input clk,                
    input reset,              
    input [3:0] opcode,       
    output reg write_enable   
);
    always @(posedge clk or posedge reset) begin
        if (reset) begin
            write_enable <= 0;
        end else begin
            write_enable <= (opcode != 4'b0011);  
        end
    end
endmodule
module instruction_decoder (
    input [15:0] instruction,      
    output [3:0] opcode,           
    output [1:0] reg_dest,         
    output [1:0] reg_src1,         
    output [1:0] reg_src2,         
    output [15:0] immediate        
);
    assign opcode = instruction[15:12];
    assign reg_dest = instruction[11:10];
    assign reg_src1 = instruction[9:8];
    assign reg_src2 = instruction[7:6];
    assign immediate = {8'd0, instruction[7:0]};  
endmodule
module risc_microcontroller (
    input clk,                  
    input reset,                
    input [15:0] instruction,   
    output [15:0] result,       
    output zero_flag,           
    output carry_flag,          
    output div_done_flag        
);
    wire [3:0] opcode;             
    wire [1:0] reg_dest;           
    wire [1:0] reg_src1;           
    wire [1:0] reg_src2;           
    wire [15:0] immediate;         
    wire [15:0] reg_data1;         
    wire [15:0] reg_data2;         
    wire write_enable;             
    instruction_decoder decoder (
        .instruction(instruction),   
        .opcode(opcode),             
        .reg_dest(reg_dest),         
        .reg_src1(reg_src1),         
        .reg_src2(reg_src2),         
        .immediate(immediate)        
    );
    register_file registers (
        .clk(clk),                   
        .reset(reset),               
        .reg_dest(reg_dest),         
        .reg_src1(reg_src1),         
        .reg_src2(reg_src2),         
        .write_data(result),         
        .write_enable(write_enable), 
        .data_src1(reg_data1),       
        .data_src2(reg_data2)        
    );
    execution_unit exec_unit (
        .opcode(opcode),             
        .src1(reg_data1),            
        .src2(reg_data2),            
        .immediate(immediate),       
        .result(result),             
        .zero_flag(zero_flag),       
        .carry_flag(carry_flag),     
        .div_done_flag(div_done_flag)  
    );
    control_unit control (
        .clk(clk),                   
        .reset(reset),               
        .opcode(opcode),             
        .write_enable(write_enable)  
    );
endmodule
module register_file (
    input clk,                   
    input reset,                 
    input [1:0] reg_dest,        
    input [1:0] reg_src1,        
    input [1:0] reg_src2,        
    input [15:0] write_data,     
    input write_enable,          
    output [15:0] data_src1,     
    output [15:0] data_src2      
);
    reg [15:0] registers [3:0];  
    always @(posedge clk or posedge reset) begin
        if (reset) begin
            registers[0] <= 16'd0;
            registers[1] <= 16'd0;
            registers[2] <= 16'd0;
            registers[3] <= 16'd0;
        end else if (write_enable) begin
            registers[reg_dest] <= write_data;
        end
    end
    assign data_src1 = registers[reg_src1];
    assign data_src2 = registers[reg_src2];
endmodule

===== flow/constraint.sdc =====
current_design risc_microcontroller

set clk_period 86.3
set clk_io_pct 0.2

create_clock -name clk0 -period $clk_period [get_ports {clk}]

set non_clock_inputs [all_inputs -no_clocks]
set_input_delay [expr $clk_period * $clk_io_pct] -clock clk0 $non_clock_inputs
set_output_delay [expr $clk_period * $clk_io_pct] -clock clk0 [all_outputs]

===== flow/config.mk =====
export PLATFORM = sky130hd
export DESIGN_NAME = risc_microcontroller
export DESIGN_NICKNAME = risc_microcontroller
export VERILOG_FILES = /design/flow/design.v
export SDC_FILE = /design/flow/constraint.sdc
export NUM_CORES = 4
export LEC_CHECK = 1
export CORE_UTILIZATION = 40

==> tab_implementation.tex <==
% Yosys + OpenROAD metrics
\begin{tabular}{lr}
\hline
Metric & Value \\
\hline
\multicolumn{2}{l}{\textbf{Worst setup path}} \\
\quad R2R cell count & between 100 and 150 \\
\quad Critical path data required time & roughly 69 ns \\
\quad Crit-path most repeated cell & ha\_1 \\
\quad Category of the most critical setup path & primary input to output pin \\
\quad CP Capture Type & output pin \\
\quad Arrival time at the worst endpoint & between 50 and 60 ns \\
\quad CP max stage delay & between 0.9 and 1 ns \\
\quad Largest fanout on the critical path & 18 \\
\quad Worst reg2reg setup slack & approximately 54 ns \\
\quad Critical Path Start Type & primary input \\
\quad Critical path launch point & instruction[6] \\
\quad End of the worst register-to-register path & registers.registers[3][0]\$\_DFFE\_PP0P\_ \\
\quad Master of the slowest instance on the critical path & o311ai\_0 \\
\quad Startpoint of the most critical register-to-register path & registers.registers[2][7]\$\_DFFE\_PP0P\_ \\
\multicolumn{2}{l}{\textbf{STA}} \\
\quad Min setup slack post-route & approximately 18 ns \\
\quad Least-Margin Pin Slew & around 1.0 ns \\
\quad Final critical delay including setup and external delays & $\sim$70 ns \\
\quad Headroom to the max-slew limit & 29.9\% \\
\quad RSZ-0062 raised after global routing & no \\
\quad Timing-limited maximum frequency & roughly 15 MHz \\
\quad Slew Viols, Final & 0 \\
\quad Number of hold violations in the final report & 0 \\
\quad Finish-stage setup viols & 0 \\
\quad Worst hold slack after final layout & just under 0.5 ns \\
\quad Part of the cycle the worst path needs & between 70\% and 80\% \\
\quad Worst-case clock skew & roughly 0.0054 ns \\
\quad Accumulated negative setup slack & 0 ns \\
\multicolumn{2}{l}{\textbf{Yosys}} \\
\quad Distinct cell type count of the synthesized netlist & 92 \\
\quad Syn Area/Cell & roughly 8 sq um \\
\quad Sequential cell area fraction in the yosys report & just under 10\% \\
\quad Syn Inst Count & 2117 \\
\quad Warnings from Yosys & 4 \\
\quad Register bit total from synthesis & 65 \\
\quad Netlist Area Pre-Place & approximately 17000 sq um \\
\quad Chip Area, Yosys & around 17000 sq um \\
\quad FFs w/ async S/R, synth & $\sim$100\% \\
\quad Dominant flop cell & dfrtp\_1 \\
\quad Count of instantiated cells in the yosys netlist & approximately 2100 \\
\quad Post-synth EDFFs & 0 \\
\multicolumn{2}{l}{\textbf{Clock network}} \\
\quad Number of buffers created by CTS & 9 \\
\quad Clk buf depth & 2 \\
\quad Post-cts resize count & 0 \\
\quad Library cell used as clock root buffer & clkbuf\_16 \\
\quad Setup Fix Bufs, Post-CTS & 0 \\
\quad Number of levels the H-tree was split into & 3 \\
\quad Post-CTS clock slew at the launch and capture registers of the worst setup and hold paths & around 0.050 ns \\
\quad Clock tree from TritonCTS & built \\
\quad Total of hold buffers inserted after clock tree synthesis & 0 \\
\quad Insertion Delay late pin & about 0.33 ns \\
\quad Total clock sinks & $\sim$65 \\
\multicolumn{2}{l}{\textbf{Routing}} \\
\quad Antenna violation net count after detailed routing & 0 \\
\quad Routed wire length & about 59000 um \\
\quad Antenna fix cells & 0 \\
\quad DR WL/cell & about 22 um \\
\quad Via count of the routed design & around 16000 \\
\quad Post-route DRC & 0 \\
\quad Number of detailed-route iterations in the first pass & 7 \\
\quad Via density per instance & about 6.0 \\
\quad Detailed Route Iter0 Violations & 1170 \\
\multicolumn{2}{l}{\textbf{Die}} \\
\quad Core Util at FP & between 40\% and 50\% \\
\quad Die Span Y & approximately 210 um \\
\quad Number of placement rows & 74 \\
\quad Area of the core & between 40000 and 50000 sq um \\
\quad Die boundary width & about 200 um \\
\quad I/O pins & 37 \\
\quad Area of the chip & $\sim$42000 sq um \\
\multicolumn{2}{l}{\textbf{Layout}} \\
\quad Filler cell count & slightly above 4000 \\
\quad Fraction of final layout cells sized beyond drive strength 1 & under 10\% \\
\quad Combined area of the multi-input logic cells & around 14000 sq um \\
\quad Number of standard cells in the final layout excluding fillers & 2660 \\
\quad Register area & 1630 sq um \\
\quad Area added between synthesis and finish & 7.77\% \\
\multicolumn{2}{l}{\textbf{Global route}} \\
\quad Number of antenna violations at the first check in global routing & 0 \\
\quad Total grt overflow & 0 \\
\quad Most congested layer reported by global routing & met2 \\
\quad GR Layer Usage met2 & 46.2\% \\
\quad Met1 routing resource usage after global routing & 40.6\% \\
\quad Global-route wire length before repair & about 92000 um \\
\quad Met3 track demand over resource & under 10\% \\
\quad Number of global-route vias before repair & $\sim$15000 \\
\quad Maximum number of pins on one net before global-route repair & just over 70 \\
\quad Total track usage & 29.7\% \\
\multicolumn{2}{l}{\textbf{Placement}} \\
\quad Placed wire-length estimate & approximately 46000 um \\
\quad Pre-CTS setup slack & $\sim$19 ns \\
\quad Final Wtd Congestion & 1.03 \\
\quad Port bufs & 36 \\
\quad Placed cells & 2645 \\
\multicolumn{2}{l}{\textbf{Min path}} \\
\quad Depth of the worst hold-timing path & 2 \\
\quad WHS Endpoint & registers.registers[3][2]\$\_DFFE\_PP0P\_ \\
\quad Worst hold path startpoint & registers.registers[3][2]\$\_DFFE\_PP0P\_ \\
\quad Path category of the worst min-delay check & flop to flop \\
\multicolumn{2}{l}{\textbf{Run status}} \\
\quad Run status & complete, no violations \\
\multicolumn{2}{l}{\textbf{Job}} \\
\quad OpenROAD warnings & approximately 60 \\
\quad Reported max-cap violation count & 0 \\
\hline
\end{tabular}
## critical path, delay by kind of cell
kind            cells  cell delay (ns)
fa+ha+maj          15             4.71
compound gates     58            17.49
mux                 8             3.17
buf+inv             7             1.97
simple gates       27             6.20
## cell usage in the layout, fill, tap and decap left out, drive strengths merged, types with 8 or more instances in the layout
cell / n
o31ai: 13
and2: 13
fa: 82
o2111ai: 9
a21o: 31
nor3: 49
o21a: 35
o21bai: 10
inv: 196
a21oi: 140
o21ai: 132
nand3: 32
mux4: 45
a211oi: 21
clkdlybuf4s50: 34
nor2: 233
and3: 13
clkbuf: 12
nor4: 12
mux2i: 13
a221o: 8
or3: 19
a31oi: 30
or2: 9
xor2: 36
nand4: 15
xnor2: 71
nand2: 230
dfrtp: 65
buf: 47
nand2b: 15
nor2b: 30
o211ai: 19
a221oi: 11
mux2: 27
a211o: 8
ha: 235
o22ai: 13
## state kept, by name, indices dropped and copies added (netlist names)
name / flops
control.write_enable: 1
registers.registers: 64
## routing by layer
metal  up-vias  share of wire (%)
li1       7590                  -
met1      7648                 41
met2       672                 45
met3       132                9.2
met4         0                4.3
met5         -                  0
## how the worst max path moves through the flow
stage / end / slack, ns
after CTS: zero_flag / 18.85
after global routing: zero_flag / 15.87
final: zero_flag / 18.16
## Yosys cell counts (12+ instances only)
library cell,number,area [sq um]
o211ai_1,19,143
dfrtp_1,65,1630
nand2b_1,15,93.8
inv_1,193,724
mux4_2,45,1010
a211oi_1,20,150
ha_1,235,2940
nand2_1,230,863
xor2_1,36,315
nor2b_1,30,188
and2_1,13,81.3
a21oi_1,139,696
xnor2_1,71,622
a21o_1,31,233
or3_1,19,119
o31ai_1,12,90.1
mux2_2,26,293
mux2i_1,13,130
nor3_1,48,240
and3_1,13,81.3
nor2_1,232,871
a31oi_1,29,181
clkbuf_1,60,225
o21a_1,35,263
nand4_1,14,87.6
o22ai_1,13,81.3
nand3_1,32,160
buf_2,13,65.1
fa_1,82,1640
o21ai_0,127,636
## logic make-up after synthesis
logic type	count (synthesis)	synth area share, %
AND-OR/OR-AND	556	21.9
adder cells (fa/ha/maj)	317	27.6
XOR/XNOR	108	5.78
multiplexers	85	8.74
AND/OR/NAND/NOR	702	19.6
buffers and inverters	284	6.70
flip-flops	65	9.79
## cell type report
cell class              instances  share of cell area (%)
clock buffers                  12                    1.43
clock inverters                 3                   0.224
well taps                     532                    3.72
inverters                     199                    4.17
flip-flops and latches         65                    9.09
multi-input cells            1768                    77.5
repair buffers                 81                    3.84
## through the flow
step | util (%) | cell area [sq um]
finish | 43.7 | 17900
global route | 43.7 | 17900
CTS | 43.7 | 17900
detailed placement | 43.0 | 17600
global placement | 43.0 | 17600
floorplan | - | 16600
